--- /design/flow/config.mk ---
export PLATFORM = sky130hd
export DESIGN_NAME = Spartan6
export DESIGN_NICKNAME = Spartan6
export VERILOG_FILES = /design/flow/design.v
export SDC_FILE = /design/flow/constraint.sdc
export NUM_CORES = 4
export LEC_CHECK = 1
export CORE_UTILIZATION = 40
--- /design/flow/constraint.sdc ---
current_design Spartan6

set clk_period 15.6
set clk_io_pct 0.2

create_clock -name clk0 -period $clk_period [get_ports {clk}]

set non_clock_inputs [all_inputs -no_clocks]
set_input_delay [expr $clk_period * $clk_io_pct] -clock clk0 $non_clock_inputs
set_output_delay [expr $clk_period * $clk_io_pct] -clock clk0 [all_outputs]
--- /design/flow/design.v ---
module Spartan6(A,B,D,C,clk,CARRYIN,opmode,BCIN,RSTA,RSTB,RSTM,RSTP,RSTC,RSTD,RSTopmode,RSTCARRYIN,
CEA,CEB,CEM,CEP,CEC,CED,CECARRYIN,CEopmode,PCIN,BCOUT,P,PCOUT,M,CARRYOUT,CARRYOUTF);
parameter A0REG=0;           
parameter A1REG=1;           
parameter B0REG=0;           
parameter B1REG=1;           
parameter CREG=1;            
parameter DREG=1;            
parameter MREG=1;            
parameter PREG=1;            
parameter CARRYINREG=1;      
parameter CARRYOUTREG=1;     
parameter OPMODEREG=1;       
parameter CARRYINSEL="OPMODE5";      
parameter B_INPUT="DIRECT";          
parameter RSTTYPE="SYNC";            
input  [17:0] A,B,D;      
input  [47:0] C;          
input  [17:0] BCIN;       
input   clk;
input   CARRYIN;
input  [7:0] opmode;
input   RSTA,RSTB,RSTM,RSTP,RSTC,RSTD,RSTopmode,RSTCARRYIN;    
input   CEA,CEB,CEM,CEP,CEC,CED,CECARRYIN,CEopmode;            
input  [47:0] PCIN;
output [17:0] BCOUT;
output [47:0] P;
output [47:0] PCOUT;
output [35:0] M;         
output  CARRYOUT;
output  CARRYOUTF;
wire [17:0] D_pipe, B0_pipe, B1_pipe, A0_pipe, A1_pipe, opmode_pipe;   
wire [47:0] C_pipe;             
wire [17:0] B1_INPUT;            
reg  [47:0] X_out, Z_out;         
reg  [47:0] C_reg, P_reg ;              
reg  [17:0] D_reg, B0_reg, B1_reg, A0_reg, A1_reg; 
reg  [7:0]  opmode_reg;         
reg  [35:0] M_reg;              
reg   CYI_reg,CYO_reg;           
reg  [17:0] preAdder_result;      
reg  [35:0] mult_out;             
reg  [47:0] concatenated;         
wire [47:0] postAdder_result;     
wire  carryout;                   
wire  CIN;                        
wire [17:0] B_in;
assign B_in = (B_INPUT=="CASCADE") ? BCIN : B;
wire carryin_input;
assign  carryin_input = (CARRYINSEL=="CARRYIN") ? CARRYIN : opmode_pipe[5];
generate
    if(RSTTYPE=="ASYNC")begin
            always @(posedge clk or posedge RSTD) begin
                if(RSTD)
                    D_reg <= 18'b0; 
                else if(CED)
                    D_reg <= D; 
            end
            always @(posedge clk or posedge RSTB) begin
                if(RSTB) 
                B0_reg <= 18'b0;
                else if (CEB) 
                B0_reg <= B_in;
            end
            always @(posedge clk or posedge RSTB) begin
                if(RSTB) 
                B1_reg <= 18'b0;
                else if (CEB) 
                B1_reg <= B1_INPUT;   
            end
            always @(posedge clk or posedge RSTC) begin
                if(RSTC)
                    C_reg <= 48'b0; 
                else if (CEC) 
                    C_reg <= C;
            end
            always @(posedge clk or posedge RSTA) begin
                if(RSTA)
                    A0_reg <= 18'b0;                 
                else if(CEA)
                    A0_reg<= A; 
            end
            always @(posedge clk or posedge RSTA) begin
                if(RSTA)
                    A1_reg <= 18'b0; 
                else if(CEA)
                    A1_reg <= A0_pipe;
            end
            always @(posedge clk or posedge RSTopmode) begin
                if(RSTopmode)
                    opmode_reg <= 8'b0; 
                else if (CEopmode) 
                    opmode_reg <= opmode;
            end
            always @(posedge clk or posedge RSTM) begin
            if(RSTM)
                M_reg <= 36'b0; 
            else if (CEM) 
                M_reg <= mult_out;
            end
            always @(posedge clk or posedge RSTCARRYIN) begin
                if(RSTCARRYIN) 
                CYI_reg <= 1'b0;
                else if (CECARRYIN) 
                CYI_reg <= carryin_input;
            end
            always @(posedge clk or posedge RSTP) begin
                if(RSTP)
                    P_reg <= 48'b0; 
                else if(CEP)
                    P_reg <= postAdder_result; 
            end
            always @(posedge clk or posedge RSTCARRYIN) begin
                if(RSTCARRYIN) 
                CYO_reg <= 1'b0;
                else if (CECARRYIN) 
                CYO_reg <= carryout;
            end
    end
    else begin   
     always @(posedge clk) begin
            if(RSTD)
                D_reg <= 18'b0; 
            else if(CED)
                D_reg <= D; 
            if(RSTB) 
                B0_reg<=18'b0;
            else if (CEB) 
                B0_reg<=B_in;
            if(RSTB) 
                B1_reg<=18'b0;
            else if (CEB) 
                B1_reg<=B1_INPUT;
            if(RSTC)
                C_reg <= 48'b0; 
            else if (CEC) 
                C_reg <= C;
            if(RSTA)
                A0_reg <= 18'b0; 
            else if(CEA)
                A0_reg<= A;
            if(RSTA)
                A1_reg <= 18'b0; 
            else if(CEA)
                A1_reg <= A0_pipe;
            if(RSTopmode)
                opmode_reg <= 8'b0; 
            else if (CEopmode) 
                opmode_reg <= opmode;
            if(RSTM)
                M_reg <= 36'b0; 
            else if (CEM) 
                M_reg <= mult_out;
            if(RSTCARRYIN) 
                CYI_reg <= 1'b0;
            else if (CECARRYIN) 
                CYI_reg <= carryin_input;
            if(RSTP)
                P_reg <= 48'b0; 
            else if(CEP)
                P_reg <= postAdder_result;
            if(RSTCARRYIN) 
                CYO_reg <= 1'b0;
            else if (CECARRYIN) 
                CYO_reg <= carryout;
     end
    end
    endgenerate
    always @(*) begin
        preAdder_result = (opmode_pipe[6])? D_pipe - B0_pipe : D_pipe + B0_pipe;
        mult_out        = B1_pipe * A1_pipe;
        concatenated    = {D_pipe[11:0],A1_pipe,B1_pipe};
        case (opmode_pipe[1:0])
        2'b00: X_out = 48'b0;
        2'b01: X_out = {12'b0,M};
        2'b10: X_out = PCOUT;
        2'b11: X_out = concatenated;
            default: X_out = 48'b0;
        endcase
        case (opmode_pipe[3:2])
        2'b00: Z_out = 48'b0;
        2'b01: Z_out = PCIN;
        2'b10: Z_out = PCOUT;
        2'b11: Z_out = C_pipe;
            default: Z_out = 48'b0;
        endcase
    end
            assign B1_INPUT    = (opmode_pipe[4]) ? preAdder_result : B0_pipe;
            assign D_pipe      = (DREG)  ? D_reg  : D;
            assign B0_pipe     = (B0REG) ? B0_reg : B_in;
            assign B1_pipe     = (B1REG) ? B1_reg : B1_INPUT;
            assign BCOUT       = B1_pipe;
            assign C_pipe      = (CREG)  ? C_reg  : C;
            assign A0_pipe     = (A0REG) ? A0_reg : A;
            assign A1_pipe     = (A1REG) ? A1_reg : A0_pipe;
            assign opmode_pipe = (OPMODEREG) ? opmode_reg : opmode;
            assign M           = (MREG)  ? M_reg  : mult_out;
            assign CIN         = (CARRYINREG) ? CYI_reg : carryin_input;
            assign {carryout,postAdder_result} = (opmode_pipe[7])  ?
                                                 Z_out-(X_out+CIN) :
                                                 Z_out+X_out+CIN   ;
            assign P           = (PREG)  ? P_reg  : postAdder_result;
            assign CARRYOUT    = (CARRYINREG) ? CYO_reg : carryout;
            assign CARRYOUTF   = CARRYOUT;
            assign PCOUT       = P;
endmodule
--- /design/flow/run.sh ---
#!/bin/bash
# OpenROAD 26Q1-2900-gdf79404cd8, Yosys 0.63+post, stock flow scripts
make -C /OpenROAD-flow-scripts/flow DESIGN_CONFIG=/design/flow/config.mk WORK_HOME=/design/flow/orfs finish
==> flow_metrics.tcl <==
# yosys + openroad results
set metrics [dict create \
    run_status "finished clean" \
    synth_area_sq_um 27300 \
    area_growth_syn_to_layout_pct 15.9 \
    reg2regPathDepth 23 \
    power_density_nw_per_um2 71.1 \
    holdPathStages 2 \
    cts.sinks 196 \
    tool_warnings 91 \
    cp_max_fo 4 \
    die_h_microns 263 \
    core_area_sq_um 67300 \
    dp_cells 4306 \
    critPathLaunchType "primary input" \
    r2r-start "B1_reg[15]" \
    postCtsResizedCells 0 \
    edf_count 0 \
    row_count 95 \
    ys_seq_share_pct 14.4 \
    ant_nets 0 \
    clk-insertion-delay-late_ns 0.53 \
    final_cell_area_sq_um 31600 \
    h-tree-depth 4 \
    pin_count 346 \
    cpPeakStageDelay_ns 0.54 \
    rrSetupSlack_ns 8.49 \
    yosys_warnings 1 \
    worst_slew_pin_slew_ns 0.866 \
    antenna_found_initial 1 \
    post_cts_buffers 0 \
    setup_tns_ns 0 \
    combPwrFrac_pct 50.7 \
    yosys.cell_types.count 79 \
    intPower_w 0.00128 \
    fill_cells 6610 \
    synth_flops 196 \
    initialDrtViolationCount 1365 \
    fin_crit_sh_pct 49.1 \
    grt_pass1_wl_mm 137 \
    numCtsBuffers 17 \
    skew_ns 0.0175 \
    crit_path_end_kind "register" \
    post-route-min-period_ns 7.66 \
    path_clk_slew_ns 0.09 \
    finalHoldViolCount 0 \
    gr-total-overflow 0 \
    diodes 0 \
    worstPathRequired_ns 16.02 \
    first_pass_iters 7 \
    yosysTopAreaCellShare_pct 19.2 \
    worstPathArrival_ns 8.09 \
    dieWidth_microns 263 \
    async_reset_ff_share_pct 0 \
    synthTopCellsByArea "fa_1, dfxtp_1, ha_1" \
    fp_util_pct 40.5 \
    cts_root_buffer "clkbuf_16" \
    layoutNonFillerInstCount 4338 \
    path_cells "clkdlybuf4s50_1 -> mux2_2 -> a22oi_1 -> fa_1 -> inv_1 -> fa_1 -> nor2b_1 -> o2111ai_1 -> a21oi_1 -> o2bb2ai_1 -> a21oi_1 -> and3_1 -> o21ai_1 -> o21ai_1 -> a311oi_1 -> mux2i_1 -> a211o_1" \
    maxCapViolations 0 \
    drive_above_1_share_pct 6.15 \
    timing.fmax_mhz 130 \
    worstReg2RegEnd "M_reg[33]" \
    yosys-stat-area_sq_um 27300 \
    peakVddDrop_mv 0.0710 \
    die_area_sq_um 69200 \
    ff_type "dfxtp_1" \
    finalSetupViolCount 0 \
    worstHoldEndpoint "B1_reg[14]" \
    drc 0 \
    cts_tree "yes" \
    syn_area_per_cell_sq_um 8.29 \
    min_from "B1_reg[14]" \
    wl_per_cell_microns 20.2 \
    dpl_cell_area_sq_um 31000 \
    via_per_inst 5.36 \
    grt_usage_pct 26.7 \
    crit_path_top_delay_cell "o21ai_1" \
    portBuffers 326 \
    cts.path.max_buffers 2 \
    synthCells 3290 \
    relSlewSlack_pct 42.0 \
    cts_hold_buf 0 \
    drt-total-wl_mm 87.7 \
    grt_setup_unrepaired "no" \
    p_sw_share_pct 42.9 \
    grt_max_degree 62 \
    p_sw_w 0.000964 \
    num_vias 23200 \
    finalWeightedCongestion 0.958 \
    hold_path_class "reg -> reg" \
    criticalPathCategory "in -> reg" \
    top_area_cell "fa_1" \
    dp_hpwl_mm 67.1 \
    pwr-share-seq_pct 27.1 \
    p_clk_share_pct 22.2 \
    p_leak_nw 14.9 \
    yosysCellCount 3290 \
    first_global_vias 23200 \
    slew_viol_final 0 \
]
[power by group through the flow]
stage	registers, W	logic (W)	clock network (W)
after CTS	0.000609	0.00114	0.000512
after global routing	0.000616	0.00127	0.000532
final	0.000610	0.00114	0.000498
[routing by layer]
metal	global-route usage (%)	share of wire [%]
met5	0.970	0.11
met4	7.37	3.5
met3	10.8	11
met2	37.5	41
met1	38.6	44
[worst max-delay path by stage]
stage	start	to	slack, ns	cells past startpoint
finish	PCIN[0]	P_reg[46]	7.94	17
global route	PCIN[0]	P_reg[46]	7.61	17
CTS	PCIN[0]	P_reg[46]	8.08	17
[per-stage QoR]
step	hold slack [ns]	power [W]	setup slack [ns]	utilization (%)
after detailed placement	0.477	0.00175	7.55	46.0
final	0.489	0.00225	7.94	47.0
after CTS	0.492	0.00226	8.08	47.0
after floorplan	0.438	0.00137	9.05	-
after global placement	0.466	0.00175	7.47	46.0
after global routing	0.504	0.00242	7.61	47.0
[placed cells by master, fill, tap and decap left out, types with 27 or more instances in the layout]
cell type / instances
mux2_2: 85
xnor2_1: 101
a22o_1: 68
xor2_1: 43
mux2i_1: 147
a21oi_1: 171
buf_4: 59
o21ai_0: 82
ha_1: 267
and2_1: 137
nand2_1: 273
inv_1: 446
nor2b_1: 37
dfxtp_1: 191
fa_1: 261
nor3_1: 32
clkdlybuf4s50_1: 321
a211oi_1: 46
a21o_1: 57
a31oi_1: 27
nor2_1: 282
[kinds of logic after synthesis]
| group | Yosys count | share of synthesized area [%] |
|---|---|---|
| compound gates | 617 | 15.4 |
| flops | 196 | 14.4 |
| mux | 232 | 8.90 |
| simple gates | 885 | 15.1 |
| fa+ha+maj | 528 | 31.4 |
| xor+xnor | 144 | 4.62 |
| buf+inv | 688 | 10.2 |
[cell usage after synthesis, types with 25 or more instances]
master    number
a211oi_1      46
a21o_1        57
a21oi_1      171
a22o_1        68
a31oi_1       27
and2_1       137
buf_1         27
buf_4         49
clkbuf_1     156
dfxtp_1      196
fa_1         261
ha_1         267
inv_1        446
mux2_2        85
mux2i_1      147
nand2_1      273
nand2b_1      26
nand3_1       25
nor2_1       282
nor2b_1       39
nor3_1        32
o21ai_0       82
o21bai_1      26
xnor2_1      101
xor2_1        43
[critical path, delay by kind of cell]
family	cells	cell delay, ns
buf+inv	2	0.48
compound gates	9	2.85
simple gates	2	0.43
mux	2	0.46
fa+ha+maj	2	0.74
[cell type report]
cell class	count	area, sq um	share of cell area [%]
Clock buffer	17	425	1.35
Clock inverter	15	213	0.673
Inverter	447	1680	5.31
Multi-Input combinational cell	2406	20600	65.2
Sequential cell	196	3930	12.4
Tap cell	873	1090	3.46
Timing Repair Buffer	384	3680	11.6
Power is estimated from default activity; no workload was simulated.
